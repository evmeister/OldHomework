==> flow/design.v <==
`timescale 1ns / 1ps
module Rfile(
    input RegWrite,
    input [5:0] RS,
    input [5:0] RT,
    input [5:0] RD,
    input Clock,
    input [31:0] DataIN,
    output reg [31:0] rs_Reg,
    output reg [31:0] rt_Reg
    );
    reg [31:0] rfile [63:0];
    always @(posedge Clock) begin
    rs_Reg = rfile[RS];
    rt_Reg = rfile[RT];
    if(RegWrite == 1)
        rfile[RD] = DataIN;
    end
endmodule
==> flow/run.sh <==
#!/bin/bash
# OpenROAD 26Q1-2900-gdf79404cd8, Yosys 0.63+post, stock flow scripts
make -C /OpenROAD-flow-scripts/flow DESIGN_CONFIG=/design/flow/config.mk WORK_HOME=/design/flow/orfs finish
==> flow/config.mk <==
export PLATFORM = sky130hd
export DESIGN_NAME = Rfile
export DESIGN_NICKNAME = Rfile
export VERILOG_FILES = /design/flow/design.v
export SDC_FILE = /design/flow/constraint.sdc
export NUM_CORES = 4
export LEC_CHECK = 1
export CORE_UTILIZATION = 50
==> flow/constraint.sdc <==
current_design Rfile

set clk_period 9.5
set clk_io_pct 0.2

create_clock -name clk0 -period $clk_period [get_ports {Clock}]

set non_clock_inputs [all_inputs -no_clocks]
set_input_delay [expr $clk_period * $clk_io_pct] -clock clk0 $non_clock_inputs
set_output_delay [expr $clk_period * $clk_io_pct] -clock clk0 [all_outputs]
==> flow_metrics.py <==
# Auto-generated metrics
metrics = {
    "outcome": {
        "status": "complete, no violations",
    },
    "worst_setup_path": {
        "cp-start-kind": "input port",
        "cp_max_fo": 64,
        "path_class": "input port to flip-flop",
        "worstSetupEndpointType": "flip-flop",
        "cp.arrival_ns": 5.75,
        "cp_data_required_time_ns": 10.21,
    },
    "power_and_ir_drop": {
        "power_frac_comb": 0.082,
        "seqPwrFrac": 0.503,
        "irDropWorstVdd_mv": 0.210,
        "clkPwrFrac": 0.415,
        "p_switching_w": 0.00462,
        "pwr_density_cell_mw_per_mm2": 192,
        "p_int_w": 0.0160,
        "swShare": 0.224,
        "leakage_nw": 33.8,
    },
    "yosys": {
        "avgSynthCellArea_um2": 21.7,
        "topCellsByArea": "edfxtp_1 64%, mux4_2 26%, mux2i_1 2.1%, dfxtp_1 1.3%, a22oi_1 0.67%",
        "synth_area_mm2": 0.0957,
        "top_area_cell": "edfxtp_1",
        "yosysWarnings": 1,
        "ys_area_mm2": 0.0957,
        "ys_cells": 4412,
        "top_cell": "edfxtp_1",
        "ys_seq_share": 0.656,
        "async_flop_share": 0,
        "synthCells": 4412,
        "synthTopCellsByCount": "2,048 x edfxtp_1, 1,124 x mux4_2, 204 x mux2i_1",
        "top_area_frac": 0.643,
        "ys_seq_elements": 2112,
        "synth_cell_types": 38,
        "ys.flop_type": "edfxtp_1",
        "edf_count": 2048,
    },
    "floorplanning": {
        "dieArea_mm2": 0.193,
        "die_h_um": 439,
        "num_rows": 160,
        "fp.dieW_um": 439,
        "fp.coreArea_mm2": 0.190,
        "initial_utilization": 0.503,
        "io_pins": 116,
    },
    "timing": {
        "finClkSkew_ns": 0.0440,
        "fin_crit_ns": 5.04,
        "worst_slew_pin_slew_ns": 1.32,
        "fin_crit_sh": 0.530,
        "hold_viol": 0,
        "final_max_slew_viol_count": 0,
        "max_freq_mhz": 198,
        "tns_ns": 0,
        "setup_viol": 0,
        "rsz0062_at_grt": "false",
        "max_slew_margin": 0.121,
    },
    "clock_network": {
        "clk_latency_ns": 0.88,
        "clock-root-buffer": "clkbuf_16",
        "ctsHoldBuffers": 0,
        "ctsResizeCount": 0,
        "cts_buffer_depth": 3,
        "post_cts_buffers": 0,
        "cts_buffers": 219,
        "cts_sinks": 2112,
        "path_clk_slew_ns": 0.06,
        "cts.htree.levels": 4,
        "cts_tree": "built",
    },
    "global_route": {
        "busiest_layer": "met2",
        "grt_pass1_vias": 56692,
        "overflow": 0,
        "grt_usage": 0.358,
        "grtUsageMet2": 0.481,
        "use_met3": 0.322,
        "grt_use_met1": 0.443,
        "antenna_found_initial": 6,
        "grt_pass1_wl_um": 420000,
        "grt_max_degree": 84,
    },
    "finish": {
        "synthToLayoutAreaGrowth_pct": 12.7,
        "final_area_mm2": 0.108,
        "post-route-util": 0.567,
        "final_layout_size_suffix_gt1_frac": 0.380,
        "fillCellCount": 13757,
    },
    "drt": {
        "postRouteAntennaNets": 0,
        "wl_per_cell_um": 40.3,
        "dr.pass1.iters": 5,
        "viasPerCell": 6.82,
        "drt_wl_total_um": 297000,
        "drcViolationCount": 0,
        "initialDrtViolationCount": 3465,
        "num_vias": 50168,
    },
    "job": {
        "drv_cap": 0,
        "warnings": 26,
    },
    "place": {
        "dpl_cell_area_mm2": 0.101,
        "io_buffers": 115,
        "hpwlAfterDp_um": 176000,
        "gp_congestion": 0.892,
    },
    "worst_hold_path": {
        "hold_class": "flip-flop to flip-flop",
    },
}
==> final cells by class <==
type	count	area, um^2	area share
Inverter	1	3.75	0.0000348
Antenna cell	6	15.0	0.000139
Sequential cell	2112	62800	0.582
Timing Repair Buffer	357	3010	0.0279
Clock buffer	309	6170	0.0572
Multi-Input combinational cell	1952	31700	0.294
Tap cell	2511	3140	0.0292
Clock inverter	105	1010	0.00937
==> cells by family (layout without fill, tap and decap cells) <==
family / count (synthesis) / after routing / synth area share
DFF: 2112 / 2112 / 0.656
buffers and inverters: 348 / 772 / 0.0183
and+or+nand+nor: 248 / 248 / 0.0113
AOI/OAI and AO/OA: 340 / 340 / 0.0239
muxes: 1364 / 1364 / 0.290
other: 0 / 6 / 0
==> routing by layer <==
metal | wire, um | up-vias
met5 | 1110 | -
met1 | 86600 | 25666
met3 | 62700 | 573
met4 | 10700 | 32
li1 | - | 20012
met2 | 135000 | 3885
==> placed cells by master (no fill, tap or decap), drive strengths merged, types with 2 or more instances in the layout <==
| master | instances |
|---|---|
| or3b | 2 |
| edfxtp | 2048 |
| nand2b | 8 |
| or2 | 3 |
| nand2 | 93 |
| a22oi | 85 |
| a221oi | 13 |
| o22ai | 56 |
| clkinvlp | 5 |
| o221ai | 16 |
| mux2 | 36 |
| inv | 6 |
| or3 | 2 |
| buf | 285 |
| and2 | 6 |
| o21ai | 49 |
| dfxtp | 64 |
| clkinv | 76 |
| a211oi | 15 |
| diode | 6 |
| a32oi | 9 |
| nand3b | 6 |
| bufinv | 19 |
| mux4 | 1124 |
| clkdlybuf4s50 | 72 |
| nor3 | 3 |
| clkbuf | 309 |
| o211ai | 27 |
| nand4 | 2 |
| nor2 | 94 |
| nand3 | 9 |
| nor2b | 19 |
| mux2i | 204 |
| a21oi | 58 |
| o32a | 9 |
==> through the flow <==
stage                     worst slack (ns)  hold WS, ns  power (W)  instances
after floorplan                       4.41        0.780     0.0115       4412
after global placement                3.56        0.869     0.0123       6933
after detailed placement              3.59        0.869     0.0123       6933
after CTS                             4.51        0.883     0.0208       7347
after global routing                  4.22        0.939     0.0212       7347
final                                 4.46        0.872     0.0207       7353
==> critical path, cell delays in order <==
cell and delay, ns:
buf_8 0.44, buf_4 0.68, buf_12 0.52, mux4_2 0.58
mux2i_1 0.19, a21oi_1 0.37, nor2_1 0.68, o22ai_1 0.20
==> power by group through the flow <==
stage / clock [W] / combinational [W] / sequential, W
4_1_cts: 0.00870 / 0.00168 / 0.0104
5_1_grt: 0.00905 / 0.00180 / 0.0104
6_report: 0.00858 / 0.00169 / 0.0104
==> worst paths after layout <==
kind                 start    endpoint  slack (ns)  cells past startpoint
max                  RS[0]  rs_Reg[30]        4.46                      8
min          rfile[18][26]  rs_Reg[26]        0.87                      5
max reg2reg   rfile[3][15]  rt_Reg[15]        6.78                      4
min reg2reg  rfile[18][26]  rs_Reg[26]        0.87                      5
==> flip-flops by register name, summed over array words and instances, names as in the netlist <==
signal  count
rfile    2048
rs_Reg     32
rt_Reg     32
Power figures rest on the tool's default switching activity, not on a simulated workload.

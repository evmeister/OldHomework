**/design/flow/config.mk**
```make
export PLATFORM = sky130hd
export DESIGN_NAME = IDEXBuffer
export DESIGN_NICKNAME = IDEXBuffer
export VERILOG_FILES = /design/flow/design.v
export SDC_FILE = /design/flow/constraint.sdc
export NUM_CORES = 4
export LEC_CHECK = 1
export CORE_AREA = 10 10 140 140
export DIE_AREA = 0 0 150 150
```
**/design/flow/constraint.sdc**
```tcl
current_design IDEXBuffer

set clk_period 1.0
set clk_io_pct 0.2

create_clock -name clk0 -period $clk_period [get_ports {Clock}]

set non_clock_inputs [all_inputs -no_clocks]
set_input_delay [expr $clk_period * $clk_io_pct] -clock clk0 $non_clock_inputs
set_output_delay [expr $clk_period * $clk_io_pct] -clock clk0 [all_outputs]
```
**/design/flow/design.v**
```verilog
`timescale 1ns / 1ps
module IFIDBuffer(
    input Clock,
    input [31:0] inst,
    input [31:0] PC_in,
    output reg [31:28] opcode,
    output reg [27:22] rd,
    output reg [21:16] rs,
    output reg [15:10] rt,
    output reg [21:0] X,
    output reg [31:0] PC
    );
    always @(posedge Clock) begin
        opcode = inst [31:28];
        rd = inst [27:22];
        rs = inst [21:16];
        rt = inst [15:10];
        X = inst [21:0];
        PC = PC_in;
    end
endmodule
module IDEXBuffer(
    input Clock,
    input regwrt_in,
    input [1:0] toreg_in,
    input brn_in,
    input brz_in,
    input J_in,
    input JM_in,
    input ALUop_in,
    input mrd_in,
    input mwrt_in,
    input [5:0] rd_in,
    input [31:0] RS_in,
    input [31:0] RT_in,
    input [31:0] PCplusX,
    output reg regwrt,
    output reg [1:0] toreg,
    output reg brn,
    output reg brz,
    output reg J,
    output reg JM,
    output reg ALUop,
    output reg mrd,
    output reg mwrt,
    output reg [5:0] rd,
    output reg [31:0] RS,
    output reg [31:0] RT,
    output reg [31:0] PC    
    );
    always @(posedge Clock) begin
        regwrt = regwrt_in;
        toreg = toreg_in;
        brn = brn_in;
        brz = brz_in;
        J = J_in;
        JM = JM_in;
        ALUop = ALUop_in;
        mrd = mrd_in;
        mwrt = mwrt_in;
        rd = rd_in;
        RS = RS_in;
        RT = RT_in;
        PC = PCplusX;
    end
endmodule
module EXWBBuffer (
    input Clock,
    input regwrt_in,
    input [1:0] toreg_in,
    input brz_in,
    input brn_in,
    input J_in,
    input JM_in,
    input N_in,
    input Z_in,
    input [31:0] sum_in,
    input [31:0] out_in,
    input [5:0] rd_in,
    input [31:0] PC_in,
    output reg regwrt,
    output reg [1:0] toreg,
    output reg brz,
    output reg brn,
    output reg J,
    output reg JM,
    output reg N,
    output reg Z,
    output reg [31:0] sum,
    output reg [31:0] out,
    output reg [5:0] rd,
    output reg PC
    );
    always @(posedge Clock) begin
        regwrt = regwrt_in;
        toreg = toreg_in;
        brz = brz_in;
        brn = brn_in;
        J = J_in;
        JM = JM_in;
        N = N_in;
        Z = Z_in;
        sum = sum_in;
        out = out_in;
        rd = rd_in;
        PC = PC_in;
    end
endmodule
```
**/design/flow/run.sh**
```bash
#!/bin/bash
# OpenROAD 26Q1-2900-gdf79404cd8, Yosys 0.63+post, stock flow scripts
make -C /OpenROAD-flow-scripts/flow DESIGN_CONFIG=/design/flow/config.mk WORK_HOME=/design/flow/orfs finish
```
==> out/metrics.csv <==
stage,metric,value,unit
clocking,H-tree depth,3,
synth,top cells by area,dfxtp_1,
sta,Setup TNS Final,0,ns
detailed_routing,number of remaining DRC errors,0,
detailed_routing,via/cell ratio,2.87,
detailed_routing,Antenna Cells,0,
pwr,Pleak,1.97,nW
sta,max-slew violation count,0,
synth,Post-synth top cells,dfxtp_1,
global_routing,M2 GR Usage,0.109,
final_layout,proportion of layout cells with a drive suffix above 1,0.392,
detailed_routing,Vias,1640,
placement,pre-CTS WS,-0.0365,ns
global_routing,Tot GR Track Use,0.0661,
synth,ys async rst share,0,
sta,RSZ-0062 raised after global routing,true,
detailed_routing,Detailed Route WL,8.08,mm
placement,placed cell areas,0.00476,mm^2
sta,fin crit period,0.973,ns
global_routing,first-pass GRT wire length,11.1,mm
setup_path,crit path cell chain,buf_6,
setup_path,critical path launch point type,register,
final_layout,fin area,0.00450,mm^2
synth,mapped cell area,0.00224,mm^2
global_routing,met3 Resource Use GR,0.0423,
setup_path,worst path required time,0.80,ns
synth,Post-synth EDFFs,0,
floorplanning,FP Core Util,0.135,
synth,Flops after synth,112,
synth,Yosys Chip Area,0.00224,mm^2
min_path,Worst Hold Depth,1,
sta,setup ws final,0.0269,ns
global_routing,routing usage on met1,0.0713,
setup_path,CP bufs+invs,1,
setup_path,crit path kind,reg2out,
setup_path,crit path DAT,0.77,ns
min_path,Hold EP,PC[29],
synth,syn_area_per_cell,20.0,um^2
synth,Distinct lib cells used,1,
pwr,peak supply drop,0.724,mV
global_routing,initial antenna violation count,0,
clocking,setup bufs post-CTS,0,
global_routing,vias in the first global route,1750,
final_layout,combinational gate count,0,
final_layout,area delta synth->final,101,%
floorplanning,core area,0.0166,mm^2
sta,"Period Utilization, post-route",0.973,
sta,final setup fails,0,
floorplanning,io pins,225,
detailed_routing,1st-iter DRT viols,40,
global_routing,gr ovfl total,0,
clocking,Inserted Clock Buffers,9,
synth,yosys cell count,112,
synth,"area share, top type",1.00,
setup_path,Crit. End Element,primary output,
synth,synthesized instance count,112,
placement,port bufs,224,
setup_path,"CP delay by family, top",flip-flops,
sta,worst slew pin tran,0.111,ns
pwr,Pwr Density,1940,mW/mm^2
global_routing,busiest grt layer,met2,
synth,Synth top cell by count,dfxtp_1,
floorplanning,Die Height,150,um
detailed_routing,antenna-violating nets left,0,
clocking,CTS tree,yes,
detailed_routing,drt pass-1 iters,3,
synth,post-synthesis sequential area ratio,1.00,
synth,YS warnings,1,
min_path,Worst Min Path Start,PCplusX[29],
clocking,# hold bufs at CTS,0,
min_path,Hold Path Class,in2reg,
synth,biggest area consumer among synthesized cells,dfxtp_1,
clocking,"Clk pin slew, worst setup/hold paths",0.07,ns
setup_path,"Largest stage delay, worst path",0.32,ns
sta,final hold vios,0,
run,Max-Cap Viols,0,
clocking,clock tree buffer depth,2,
global_routing,pin count of the biggest net entering global routing,20,
detailed_routing,Wirelength per Cell,14.1,um
setup_path,crit-path max FO,1,
clocking,Root Buffer,clkbuf_16,
final_layout,Logic area,0,um^2
placement,gpl congestion,0.800,
synth,main flop type,dfxtp_1,
sta,f_max,1030,MHz
run,OpenROAD warning count,27,
placement,Detail Placement HPWL,6.84,mm
sta,Max transition margin,0.926,
outcome,status,"complete, no violations",
clocking,clock sink total,112,
floorplanning,Die W,150,um
floorplanning,row cnt,47,
floorplanning,die area,0.0225,mm^2
setup_path,"slowest stage cell, crit path",dfxtp_2,
-- flip-flops by register name, summed over array words and instances (netlist names), 2 cells and up --
name   count
PC        32
RS        32
RT        32
rd         6
toreg      2
-- worst max-delay path by stage --
stage	startpoint	to	depth (start not counted)
finish	rd[4]	rd[4]	1
global route	PC[26]	PC[26]	1
CTS	PC[26]	PC[26]	1
-- timing repair --
| item | in CTS | in global routing |
|---|---|---|
| endpoints found under the hold margin | 0 | 0 |
| resized | 358 | 6 |
| setup endpoints to repair | 112 | 29 |
-- through the flow --
stage          power [W]  hold WS, ns  utilization  cells
6_report         0.00872        0.282        0.272    572
5_1_grt          0.00916        0.263        0.272    572
4_1_cts          0.00892        0.266        0.270    572
3_5_place_dp     0.00573        0.652        0.287    556
3_3_place_gp     0.00573        0.650        0.287    556
2_1_floorplan    0.00479        0.228            -    112
-- where the power goes --
group | switching (W) | leakage (nW) | internal, W | total (W)
Combinational | 0.000105 | 0.883 | 0.000525 | 0.000630
Clock | 0.00163 | 0.141 | 0.00172 | 0.00334
Sequential | 0.0000471 | 0.945 | 0.00470 | 0.00475
Total | 0.00178 | 1.97 | 0.00694 | 0.00872
-- placed cells by master, fill, tap and decap left out --
| cell | Yosys | routed |
|---|---|---|
| buf_2 | 0 | 110 |
| buf_6 | 0 | 2 |
| clkbuf_16 | 0 | 9 |
| clkdlybuf4s50_1 | 0 | 112 |
| clkinv_2 | 0 | 2 |
| clkinv_4 | 0 | 2 |
| dfxtp_1 | 112 | 102 |
| dfxtp_2 | 0 | 10 |
| inv_6 | 0 | 3 |
-- cells by family after synthesis --
group / count (synthesis) / share of synthesized area
DFF: 112 / 1.00
-- layer usage --
layer	part of all wire	vias up	wire, um
li1	-	813	-
met5	0	-	0
met2	0.49	113	4000
met3	0.14	12	1170
met1	0.34	702	2750
met4	0.019	0	157
-- area by class of cell --
cell class,count,area (um^2)
sequential,112,2250
clock buffer,9,225
clock inverter,7,53.8
timing repair buffer,224,1690
fill,1722,12100
tap,220,275
Power figures rest on the tool's default switching activity, not on a simulated workload.

==> flow/design.v <==
`timescale 1ns / 1ps
module alu(
    input clock,
    input [2:0] opcode,
    input [31:0] a,
    input [31:0] b,
    output reg [31:0] out,
    output reg Z,
    output reg N
    );
    always @(posedge clock)
    begin
        case (opcode)
            3'b100 : begin out = a + b; end  
            3'b010 : begin out = b + 1; end  
            3'b001 : begin out = -a; end  
            3'b000 : begin out = b + (-a); end  
            3'b011 : begin end  
            3'b111 : begin out = a; end  
            default: out = 32'bXXXXXXXXXXXXXXXXXXXXXXXXXXXXXXXX;  
        endcase
        if( out == 0 )
            Z = 1;
        else Z = 0;
        if( out[31] == 1 ) 
            N = 1;
        else N = 0;
    end          
endmodule
==> flow/run.sh <==
#!/bin/bash
# OpenROAD 26Q1-2900-gdf79404cd8, Yosys 0.63+post, stock flow scripts
make -C /OpenROAD-flow-scripts/flow DESIGN_CONFIG=/design/flow/config.mk WORK_HOME=/design/flow/orfs finish
==> flow/config.mk <==
export PLATFORM = sky130hd
export DESIGN_NAME = alu
export DESIGN_NICKNAME = alu
export VERILOG_FILES = /design/flow/design.v
export SDC_FILE = /design/flow/constraint.sdc
export NUM_CORES = 4
export LEC_CHECK = 1
export CORE_UTILIZATION = 30
==> flow/constraint.sdc <==
current_design alu

set clk_period 16.2
set clk_io_pct 0.2

create_clock -name clk0 -period $clk_period [get_ports {clock}]

set non_clock_inputs [all_inputs -no_clocks]
set_input_delay [expr $clk_period * $clk_io_pct] -clock clk0 $non_clock_inputs
set_output_delay [expr $clk_period * $clk_io_pct] -clock clk0 [all_outputs]
==> flow_summary_export.csv <==
group,metric,value,unit
status,outcome,"complete, no violations",
placed_design,dp.final_hpwl,15000,um
placed_design,placement.cell_area,6300,um^2
timing,finalMaxSlewViolations,0,
drt,avgViaCountPerCell,5.74,
global_routing,via_count_of_the_first_global_routing_pass,5339,
floorplan,die_w,134,um
setup_path,required,16.40,ns
setup_path,start_kind,"input pin",
drt,antennaDiodeCount,0,
logic_synthesis,ys_types,80,
cts,clkLatencyLatePin,0.29,ns
logic_synthesis,yosys.area.top_type_share,12.7,%
setup_path,critPathMaxFanout,12,
global_routing,maximum_number_of_pins_on_one_net_before_global_route_repair,56,
setup_path,reg2reg_from,"out[1]$_DFF_P_",
global_routing,wire_length_of_the_first_global_routing_pass,30500,um
timing,maxSlewHeadroom,51.1,%
floorplan,die-height,134,um
drt,drt-total-wl,19800,um
timing,finClkSkew,0.00627,ns
setup_path,path_common_cell,"sky130_fd_sc_hd__o21ai_0",
setup_path,crit_start,"a[2]",
setup_path,crit_path_end_kind,"flip-flop",
pwr,power.density,69.5,nW/um^2
timing,grt_setup_unrepaired,"false",
floorplan,placementRows,47,
logic_synthesis,count_of_flip_flops_with_a_built_in_enable_after_synthesis,0,
timing,finalSetupViolCount,0,
logic_synthesis,yosysWarnings,1,
cts,cts_htree_levels,2,
floorplan,core_util_floorplan,31.1,%
logic_synthesis,post_synth_inst_count,760,
logic_synthesis,netlist.top_cell.by_area,"sky130_fd_sc_hd__dfxtp_1",
run,openroad.warnings,26,
timing,fin_crit_sh,56.2,%
placed_design,portBuffers,101,
logic_synthesis,async_flop_share,0,%
global_routing,grt_antenna_before_repair,0,
logic_synthesis,synth.top_cells.by_area,"sky130_fd_sc_hd__dfxtp_1, sky130_fd_sc_hd__ha_1, sky130_fd_sc_hd__a21oi_1, sky130_fd_sc_hd__o21ai_0, sky130_fd_sc_hd__mux2i_1",
drt,drc_errors,0,
hold_path,worstHoldStart,"out[21]$_DFF_P_",
logic_synthesis,synth.yosys.num_cells,760,
hold_path,hold_crit_path_type,"reg -> reg",
run,cap_violations,0,
final_layout,final_layout_size_suffix_gt1_share,5.67,%
drt,met3_wirelength,1570,um
logic_synthesis,synth_area_per_cell,6.87,um^2
cts,cts_made_buffers,5,
placed_design,gp_congestion,0.922,
floorplan,floorplan.core_area,16800,um^2
cts,num_clock_sinks,33,
logic_synthesis,synth_flop_count,33,
drt,drt-wirelength-per-cell,19.1,um
drt,drt-initial-drc-count,654,
drt,met1Wirelength,9370,um
logic_synthesis,yosysChipArea,5220,um^2
timing,max_slew.worst_pin.slew,0.725,ns
setup_path,critPathMaxStageDelay,0.70,ns
pwr,vdd_drop_max,0.0368,mV
cts,postCtsHoldBufs,0,
cts,clkSlewWorstSetupHoldPaths,0.06,ns
floorplan,fp.dieArea,17900,um^2
global_routing,grt_use_total,22.3,%
drt,detailroute.via_count,5928,
setup_path,reg2reg_setup_slack,12.41,ns
setup_path,worst_path_max_delay_cell,"sky130_fd_sc_hd__nor4_1",
global_routing,grt.overflow.total,0,
cts,cts-root-to-sink-buffers,2,
final_layout,layout-area-overhead-vs-synth,23.5,%
cts,cts_tree,"built",
timing,period_minus_slack,9.11,ns
drt,wl_met2,8470,um
setup_path,setup.worst_path.class,"in -> reg",
drt,ant_nets,0,
cts,cts_root_buf,"sky130_fd_sc_hd__clkbuf_16",
floorplan,floorplan.io_pins,102,
cts,postCtsSetupBuffers,0,
logic_synthesis,syn_area,5220,um^2
logic_synthesis,ys_dominant_reg_cell,"sky130_fd_sc_hd__dfxtp_1",
timing,fin_tns_setup,0,ns
cts,cts_repair_resize_count,0,
timing,fmax,110,MHz
setup_path,crit_chain,"clkdlybuf4s50_1, nor4_1, nand4_1, nor3_1, nor3b_2, nor3_1, a21oi_1, o21ai_0, ha_1, o21ai_0, o21ba_2, nand3_1, o21ai_0, a221oi_1, nand3_1, or4_1, a2111oi_2, nand4b_1, nor4_2",
timing,timing.final.hold_violations,0,
pwr,cellLeakagePower,0.00237,uW
final_layout,design_area,6450,um^2
logic_synthesis,yosys.stat.seqShare,12.7,%
final_layout,filler_cell_count,1735,
drt,top_layer_used,"met4",
setup_path,worstPathArrival,9.31,ns
drt,count_of_tritonroute_iterations_in_the_first_routing_pass,7,
-- layout make-up --
| type | count | area [um^2] | share of cell area [%] |
|---|---|---|---|
| Clock buffer | 7 | 143 | 2.21 |
| Timing Repair Buffer | 111 | 1080 | 16.8 |
| Tap cell | 220 | 275 | 4.27 |
| Multi-Input combinational cell | 648 | 4240 | 65.7 |
| Sequential cell | 33 | 661 | 10.2 |
| Inverter | 13 | 48.8 | 0.757 |
-- power breakdown --
group	switching, uW	internal [uW]	total [uW]
Combinational	125	111	236
Sequential	12.4	99.5	112
Clock	39.2	60.5	99.7
Total	177	271	448
-- state kept, by name, summed over array words and instances (netlist names) --
register	cells
Z	1
out	31
N	1
-- Yosys cell counts, types with 7 or more instances --
master / n
sky130_fd_sc_hd__o31ai_1: 8
sky130_fd_sc_hd__o21ai_0: 69
sky130_fd_sc_hd__nor4_1: 9
sky130_fd_sc_hd__or4_1: 11
sky130_fd_sc_hd__clkbuf_1: 53
sky130_fd_sc_hd__nand2_1: 81
sky130_fd_sc_hd__nand3_1: 15
sky130_fd_sc_hd__inv_1: 13
sky130_fd_sc_hd__mux2_2: 7
sky130_fd_sc_hd__nor3_1: 42
sky130_fd_sc_hd__dfxtp_1: 33
sky130_fd_sc_hd__xor2_1: 11
sky130_fd_sc_hd__nand4_1: 12
sky130_fd_sc_hd__nor2_1: 66
sky130_fd_sc_hd__a211oi_1: 9
sky130_fd_sc_hd__a21oi_1: 69
sky130_fd_sc_hd__o22ai_1: 11
sky130_fd_sc_hd__o211ai_1: 9
sky130_fd_sc_hd__o21a_1: 7
sky130_fd_sc_hd__nand2b_1: 9
sky130_fd_sc_hd__or3_1: 8
sky130_fd_sc_hd__xnor2_1: 21
sky130_fd_sc_hd__mux2i_1: 33
sky130_fd_sc_hd__ha_1: 33
-- cells in the final DEF, fill, tap and decap left out, types with 8 or more instances in the layout --
cell / count
sky130_fd_sc_hd__nand2_1: 81
sky130_fd_sc_hd__dfxtp_1: 33
sky130_fd_sc_hd__xor2_1: 11
sky130_fd_sc_hd__nor2_1: 66
sky130_fd_sc_hd__o31ai_1: 8
sky130_fd_sc_hd__o21ai_0: 69
sky130_fd_sc_hd__mux2i_1: 33
sky130_fd_sc_hd__or3_1: 8
sky130_fd_sc_hd__nand4_1: 12
sky130_fd_sc_hd__xnor2_1: 21
sky130_fd_sc_hd__o211ai_1: 9
sky130_fd_sc_hd__o22ai_1: 11
sky130_fd_sc_hd__inv_1: 13
sky130_fd_sc_hd__nand2b_1: 9
sky130_fd_sc_hd__a21oi_1: 69
sky130_fd_sc_hd__a211oi_1: 9
sky130_fd_sc_hd__nor4_1: 9
sky130_fd_sc_hd__nor3_1: 42
sky130_fd_sc_hd__ha_1: 33
sky130_fd_sc_hd__clkdlybuf4s50_1: 100
sky130_fd_sc_hd__or4_1: 11
sky130_fd_sc_hd__nand3_1: 15
sky130_fd_sc_hd__buf_4: 10
-- critical path: cells and delay by family --
kind            cells  cell delay [ns]
simple gates       10             3.44
fa+ha+maj           1             0.53
buf+inv             1             0.58
compound gates      7             1.51
-- through the flow --
step	total power (uW)	instances	util (%)	hold slack [ns]	setup WS, ns
floorplan	244	760	-	0.455	7.87
global placement	347	1025	37.6	0.608	6.98
detailed placement	346	1025	37.6	0.616	6.95
CTS	447	1032	38.5	0.623	7.19
global route	477	1032	38.5	0.632	6.71
finish	448	1032	38.5	0.616	7.09
-- cell families after synthesis --
logic type      count (synthesis)  share of synthesized area [%]
simple gates                  294                           29.4
compound gates                247                           30.1
buf+inv                        79                           6.11
mux                            41                           8.06
fa+ha+maj                      34                           8.30
flops                          33                           12.7
xor+xnor                       32                           5.37
-- worst paths after layout --
path,to,cells after the start
max,Z$_DFF_P_,19
min,out[21]$_DFF_P_,2
max reg2reg,Z$_DFF_P_,10
min reg2reg,out[21]$_DFF_P_,2
-- layer usage --
| metal | vias up | track usage [%] |
|---|---|---|
| met3 | 25 | 4.01 |
| met4 | 0 | 3.54 |
| met1 | 2689 | 33.6 |
| met2 | 242 | 33.7 |
| met5 | - | 0 |
| li1 | 2972 | - |
No activity file was given, so power comes from the tool's default toggle rates.
